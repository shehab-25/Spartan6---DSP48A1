--- /design/flow/run.sh ---
#!/bin/bash
# OpenROAD 26Q1-2900-gdf79404cd8, Yosys 0.63+post, stock flow scripts
make -C /OpenROAD-flow-scripts/flow DESIGN_CONFIG=/design/flow/config.mk WORK_HOME=/design/flow/orfs finish
--- /design/flow/config.mk ---
export PLATFORM = sky130hd
export DESIGN_NAME = DSP
export DESIGN_NICKNAME = DSP
export VERILOG_FILES = /design/flow/design.v
export SDC_FILE = /design/flow/constraint.sdc
export NUM_CORES = 4
export LEC_CHECK = 1
export CORE_UTILIZATION = 50
--- /design/flow/constraint.sdc ---
current_design DSP

set clk_period 13.0
set clk_io_pct 0.2

create_clock -name clk0 -period $clk_period [get_ports {CLK}]

set non_clock_inputs [all_inputs -no_clocks]
set_input_delay [expr $clk_period * $clk_io_pct] -clock clk0 $non_clock_inputs
set_output_delay [expr $clk_period * $clk_io_pct] -clock clk0 [all_outputs]
--- /design/flow/design.v ---
module DSP #(
    parameter A0REG = 0,    
    parameter A1REG = 1,    
    parameter B0REG = 0,    
    parameter B1REG = 1,    
    parameter CREG = 1,    
    parameter DREG = 1,     
    parameter MREG = 1,     
    parameter PREG = 1,     
    parameter CARRYINREG = 1,   
    parameter CARRYOUTREG = 1,  
    parameter OPMODEREG = 1,    
    parameter CARRYINSEL = "OPMODE5",    
    parameter B_INPUT = "DIRECT",        
    parameter RSTTYPE = "SYNC" 
) (
    input CLK,
    input [7:0] OPMODE,
    input CEA , CEB , CEC , CECARRYIN , CED , CEM , CEP , CEOPMODE,           
    input RSTA , RSTB , RSTC , RSTCARRYIN , RSTD , RSTM , RSTP , RSTOPMODE,   
    input [17:0] A , B , D,
    input [47:0] C,
    input [47:0] PCIN,
    input CARRYIN,
    input [17:0] BCIN,
    output [35:0] M,
    output [47:0] P , PCOUT,
    output  CARRYOUT , CARRYOUTF,
    output [17:0] BCOUT
);
    wire [7:0] OPMODE_reg_out;
    wire [17:0] B0_reg_out , B1_reg_out , A0_reg_out , A1_reg_out , D_reg_out;
    wire CIN;
    wire [47:0] C_reg_out , D_A_B_concat;
    reg [17:0] B0;
    reg [17:0] pre_adder_out , MUX_TO_B1REG;
    reg [35:0] multiplier_out;
    reg carry_cascade_out , cout_post_adder;
    reg [47:0] out_x , out_z;
    reg [47:0] post_adder_out;
    always @(*) begin
        if(B_INPUT == "DIRECT") begin
            B0 = B;
        end
        else if(B_INPUT == "CASCADE") begin
            B0 = BCIN;
        end
        else begin
            B0 = 0;
        end
    end
    D_FF_with_mux #(8,RSTTYPE,OPMODEREG) OPMODE_reg(CLK,RSTOPMODE,CEOPMODE,OPMODE,OPMODE_reg_out);
    D_FF_with_mux #(18,RSTTYPE,A0REG) A0_reg(CLK,RSTA,CEA,A,A0_reg_out);
    D_FF_with_mux #(18,RSTTYPE,B0REG) B0_reg(CLK,RSTB,CEB,B0,B0_reg_out);
    D_FF_with_mux #(48,RSTTYPE,CREG) C_reg(CLK,RSTC,CEC,C,C_reg_out);
    D_FF_with_mux #(18,RSTTYPE,DREG) D_reg(CLK,RSTD,CED,D,D_reg_out);
    always @(*) begin
        case (OPMODE_reg_out[6])
            0: pre_adder_out = B0_reg_out + D_reg_out;
            1: pre_adder_out = D_reg_out - B0_reg_out;
        endcase
    end
    always @(*) begin
        case (OPMODE_reg_out[4])
            0: MUX_TO_B1REG = B0_reg_out;
            1: MUX_TO_B1REG = pre_adder_out;
        endcase
    end
    D_FF_with_mux #(18,RSTTYPE,B1REG) B1_reg(CLK,RSTB,CEB,MUX_TO_B1REG,B1_reg_out);
    D_FF_with_mux #(18,RSTTYPE,A1REG) A1_reg(CLK,RSTA,CEA,A0_reg_out,A1_reg_out);
    always @(*) begin
        multiplier_out = B1_reg_out * A1_reg_out;
    end
    D_FF_with_mux #(36,RSTTYPE,MREG) M_reg(CLK,RSTM,CEM,multiplier_out,M);
    always @(*) begin
        if (CARRYINSEL == "OPMODE5") begin
            carry_cascade_out = OPMODE_reg_out[5];
        end
        else if (CARRYINSEL == "CARRYIN") begin
            carry_cascade_out = CARRYIN;
        end
        else begin
            carry_cascade_out = 'b0;
        end
    end
    D_FF_with_mux #(1,RSTTYPE,CARRYINREG) CYI_reg(CLK,RSTCARRYIN,CECARRYIN,carry_cascade_out,CIN);
    assign D_A_B_concat = {D_reg_out[11:0] , A0_reg_out[17:0] , B0_reg_out[17:0]};
    always @(*) begin
        case (OPMODE_reg_out[1:0])
            2'b00: out_x = 48'b0;
            2'b01: out_x = M;
            2'b10: out_x = P;
            2'b11: out_x = D_A_B_concat;
        endcase
    end
    always @(*) begin
        case (OPMODE_reg_out[3:2])
            2'b00: out_z = 48'b0;
            2'b01: out_z = PCIN;
            2'b10: out_z = P;
            2'b11: out_z = C_reg_out; 
        endcase
    end
    always @(*) begin
        case (OPMODE_reg_out[7])
            0: {cout_post_adder,post_adder_out} = out_x + out_z + CIN;
            1: {cout_post_adder,post_adder_out} = out_z - (out_x + CIN);
        endcase
    end
     D_FF_with_mux #(1,RSTTYPE,CARRYOUTREG) CYO_reg(CLK,RSTCARRYIN,CECARRYIN,cout_post_adder,CARRYOUT);
     D_FF_with_mux #(48,RSTTYPE,PREG) P_reg(CLK,RSTP,CEP,post_adder_out,P);
     assign PCOUT = P;
     assign CARRYOUTF = CARRYOUT;
     assign BCOUT = B1_reg_out;
endmodule
module D_FF_with_mux (clk,rst,CEN,D,Q);
    parameter WIDTH = 18;   
    parameter RSTTYPE = "SYNC" ;   
    parameter REG = 1 ;   
    input clk,rst,CEN;
    input [WIDTH-1:0] D;
    output reg [WIDTH-1:0] Q;
    generate 
        if (REG) begin
            if (RSTTYPE == "ASYNC") begin
                always @(posedge clk or posedge rst) begin
                    if (rst) begin
                        Q <= 0;
                    end
                    else if(CEN) begin
                        Q <= D;
                    end
                end
            end
            else if (RSTTYPE == "SYNC") begin    
            always @(posedge clk) begin
                if (rst) begin
                     Q <= 0;
                end
                else if(CEN) begin
                    Q <= D;
                end
            end
        end
        end
        else begin
            always @(*) begin    
                if(!REG) begin
                    Q = D;
                end
            end
        end
    endgenerate
endmodule
==> ci_impl_report.md <==
## Synthesis and layout report

| Metric | Value |
|---|---|
| Outcome | complete, no violations |
| CTS buffer count | 17 |
| Number of enable flip-flop cells | 0 |
| Routing usage on met1 | 48.1% |
| Clk buf depth | 2 |
| Top FF cell, synth | dfxtp_1 |
| Pin count of the biggest net entering global routing | 51 |
| Hold WC Path Type | flop to flop |
| GRT Max-Usage Layer | met2 |
| Seq share, synth | 14.2% |
| DRC Markers | 0 |
| RSZ-0062 raised after global routing | false |
| Vias post-DR | 23600 |
| Placed Cells | 4179 |
| Clk ins delay skew pair | 0.50 ns |
| Fill cells | 4739 |
| Compound Share, Synth | 16.0% |
| First drt pass iteration count | 6 |
| FF-to-FF End | M_reg.Q[32] |
| Initial antenna violation count | 0 |
| Final hold slack | 0.497 ns |
| Registers, synthesis | 196 |
| Fin util | 58.4% |
| Final WL | 86.6 mm |
| Global-route wire length before repair | 136 mm |
| Worst-path clk slew | 0.09 ns |
| Final setup fails | 0 |
| DP HPWL | 69.9 mm |
| Startpoint types | input pin |
| Die ar. | 56300 sq um |
| Core Rows | 85 |
| FP Util | 51.0% |
| Setup CP Type | input pin to flop |
| Clock tree sinks | 196 |
| Worst vdd ir | 0.105 mV |
| Die Wd | 237 um |
| Max_slew headroom | 42.1% |
| # resized after CTS | 0 |
| I/O pins | 346 |
| Reg2Reg Depth | 21 |
| Synth cell types | 83 |
| And+or+nand+nor area frac | 15.3% |
| Ant diodes | 0 |
| Slowest CP cell | o31ai_2 |
| Fraction of final layout cells sized beyond drive strength 1 | 5.83% |
| Top non-seq family | adder cells |
| MaxCap Viol Count | 0 |
| CP Max Fanout | 6 |
| WP data arrival | 7.59 ns |
| Mux area share | 9.14% |
| Synth Area in Adders | 31.0% |
| Reg-to-reg critical path startpoint | A1_reg.Q[3] |
| First DRT Iteration DRCs | 1329 |
| Actual slew at the worst max-slew pin | 0.865 ns |
| Final tally of max-slew violations | 0 |
| Reg2Reg Setup Slack | 5.87 ns |
| Critical Path, Cell by Cell | clkdlybuf4s50_1 > mux2_2 > a22oi_1 > inv_1 > fa_1 > fa_1 > nand2b_1 > a2111oi_4 > nor4_1 > a211oi_2 > buf_4 > a2111oi_4 > o21ai_2 > o31ai_2 > a41oi_2 > mux2i_1 > a2111oi_0 |
| Overflow after GRT | 0 |
| Power Dens Cells | 84.9 nW/um^2 |
| Place WS | 5.29 ns |
| Tot GR Track Use | 32.8% |
| Final hold vios | 0 |
| Max incr delay on CP | 0.54 ns |
| Yosys warns | 7 |
| CTS Root Cell | clkbuf_16 |
| Critical Path End | CYO_reg.Q |
| CTS Hold Buffers Added | 0 |
| Vias in the first global route | 23800 |
| FFs w/ async S/R, synth | 0% |
| Finished Layout Cells | 4211 |
| Leakage | 15.0 nW |
| Max H-tree Level | 4 |
| Fin crit share | 55.5% |
| Avg Inst Size Synth | 8.28 sq um |
| Fmax | 139 MHz |
| # Cells Yosys | 3340 |
| Syn Std Cell Area | 27700 sq um |
| Met2 usage in global routing | 50.7% |
| Vias/cell | 5.60 |
| IO buf count | 326 |
| Tool warning count | 91 |
| Setup ws final | 5.79 ns |
| CTS tree | built |
| P&R area growth vs syn | 14.6% |
| Post-DRT Antenna Nets | 0 |
| Post-Synth XOR/XNOR Area | 4.34% |
| Layout Skew | 0.0158 ns |
| Cells after Synth | 3340 |
| Die y size | 237 um |
| Minimum clock period | 7.21 ns |
| Met3 Use GR | 8.88% |
| Setup crit end kind | flop |
| Core area | 54200 sq um |
| Setup_tns | 0 ns |
| CP required | 13.37 ns |
| # Post-CTS Setup Buffers | 0 |
| GPL Wtd Cong | 0.973 |
| Worst Setup SP | B[0] |
| Post-DR wirelength/cell | 20.6 um |
| YS chip area | 27700 sq um |
==> registers in the layout (all words and copies together) (netlist names) <==
name and flops:
B1_reg.Q 18, D_reg.Q 18, C_reg.Q 48, M_reg.Q 36, OPMODE_reg.Q 8, A1_reg.Q 18
CYI_reg.Q 1, P_reg.Q 48, CYO_reg.Q 1
==> through the flow <==
| step | power [mW] | area [sq um] |
|---|---|---|
| 2_1_floorplan | 1.66 | 27700 |
| 3_3_place_gp | 2.13 | 31100 |
| 3_5_place_dp | 2.13 | 31100 |
| 4_1_cts | 2.71 | 31700 |
| 5_1_grt | 2.89 | 31700 |
| 6_report | 2.69 | 31700 |
==> metal layers <==
metal / routed length (um) / part of all wire (%) / vias up
li1: - / - / 11400
met1: 38900 / 45 / 11400
met2: 39600 / 46 / 742
met3: 6490 / 7.5 / 72
met4: 1580 / 1.8 / 0
met5: 0 / 0 / -
==> worst max-delay path, delay by kind of cell <==
kind | cells | cell delay, ns
AND-OR/OR-AND | 8 | 2.25
adder cells (fa/ha/maj) | 2 | 0.88
buffers and inverters | 3 | 0.77
AND/OR/NAND/NOR | 2 | 0.56
multiplexers | 2 | 0.51
==> power breakdown <==
group | total [mW] | switching, mW | internal, mW
clock network | 0.557 | 0.294 | 0.263
logic | 1.39 | 0.763 | 0.631
registers | 0.739 | 0.0861 | 0.653
total | 2.69 | 1.14 | 1.55
==> final cells by class <==
| class | count | area, sq um | area share (%) |
|---|---|---|---|
| multi-input cells | 2453 | 21000 | 66.1 |
| flip-flops and latches | 196 | 3930 | 12.4 |
| repair buffers | 378 | 3630 | 11.4 |
| inverters | 456 | 1710 | 5.40 |
| well taps | 696 | 871 | 2.75 |
| clock buffers | 18 | 439 | 1.39 |
| clock inverters | 14 | 153 | 0.482 |
==> how the worst min path moves through the flow <==
stage	from	to	slack (ns)	cells past startpoint
after CTS	C_reg.Q[21]	C_reg.Q[21]	0.50	2
after global routing	C_reg.Q[21]	C_reg.Q[21]	0.52	2
final	C_reg.Q[3]	C_reg.Q[3]	0.50	2
==> placed cells by master (no fill, tap or decap), drive strengths merged, types with 15 or more instances in the layout <==
cell type / synthesis / layout
a22oi: 26 / 26
nor3: 36 / 36
inv: 454 / 463
and2: 139 / 139
clkdlybuf4s50: 0 / 321
nand2b: 19 / 19
dfxtp: 196 / 196
nand4: 24 / 24
mux2: 85 / 85
a21o: 70 / 70
nor2b: 38 / 38
buf: 81 / 57
o21bai: 29 / 29
xor2: 39 / 39
a22o: 65 / 65
nand2: 292 / 292
clkbuf: 154 / 18
nor2: 285 / 285
o31ai: 18 / 18
nand3: 24 / 24
mux2i: 157 / 157
xnor2: 98 / 98
a2111oi: 15 / 15
o21ai: 86 / 86
fa: 261 / 261
ha: 267 / 267
a211oi: 52 / 52
a31oi: 23 / 23
a21oi: 156 / 156
==> synth_stat cells, types with 8 or more instances <==
master,number,area share (%)
a211oi_1,50,1.4
nor2_1,285,3.9
nand3_1,24,0.43
clkbuf_1,154,2.1
a21oi_1,156,2.8
nand2_1,292,4.0
and2_1,139,3.1
xnor2_1,98,3.1
nor2b_1,38,0.86
o211ai_1,12,0.33
o21a_1,14,0.38
o21bai_1,28,0.76
a31oi_1,23,0.52
a22o_1,65,2.1
fa_1,261,19
and3_1,8,0.18
dfxtp_1,196,14
inv_1,453,6.1
ha_1,267,12
o31ai_1,15,0.41
nor3_1,36,0.65
xor2_1,39,1.2
nand2b_1,19,0.43
o21ai_0,62,1.1
mux2_2,83,3.4
a2111oi_0,10,0.32
nand4_1,24,0.54
a21o_1,70,1.9
mux2i_1,157,5.7
buf_4,49,1.3
o21ai_1,22,0.40
buf_1,29,0.39
a22oi_1,26,0.71
==> kinds of logic (layout without fill, tap and decap cells) <==
logic type / Yosys count / count (layout)
AND-OR/OR-AND: 635 / 635
XOR/XNOR: 137 / 137
adder cells (fa/ha/maj): 528 / 528
buffers and inverters: 691 / 866
flip-flops: 196 / 196
multiplexers: 242 / 242
AND/OR/NAND/NOR: 911 / 911
Power figures rest on the tool's default switching activity, not on a simulated workload.
